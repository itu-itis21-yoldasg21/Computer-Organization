### ./config.mk
export PLATFORM = sky130hd
export DESIGN_NAME = InstructionRegister
export DESIGN_NICKNAME = InstructionRegister
export VERILOG_FILES = /design/flow/design.v
export SDC_FILE = /design/flow/constraint.sdc
export NUM_CORES = 4
export LEC_CHECK = 1
export CORE_AREA = 10 10 70 70
export DIE_AREA = 0 0 80 80
### ./constraint.sdc
current_design InstructionRegister

set clk_period 1.2
set clk_io_pct 0.2

create_clock -name clk0 -period $clk_period [get_ports {Clock}]

set non_clock_inputs [all_inputs -no_clocks]
set_input_delay [expr $clk_period * $clk_io_pct] -clock clk0 $non_clock_inputs
set_output_delay [expr $clk_period * $clk_io_pct] -clock clk0 [all_outputs]
### ./design.v
module InstructionRegister (
    input wire Clock,       
    input wire Write,     
    input wire LH,        
    input wire [7:0] I,   
    output reg [15:0] IROut  
);
    always @(posedge Clock) begin
        if (Write) begin
            if (LH) begin
                IROut[15:8] <= I;
            end
            else begin
                IROut[7:0] <= I;
            end
        end
    end
endmodule
### ./run.sh
#!/bin/bash
# OpenROAD 26Q1-2900-gdf79404cd8, Yosys 0.63+post, stock flow scripts
make -C /OpenROAD-flow-scripts/flow DESIGN_CONFIG=/design/flow/config.mk WORK_HOME=/design/flow/orfs finish
==> impl_metrics.json <==
{
  "crit_path_top_delay_cell": "edfxtp_1",
  "yosys_warnings": 1,
  "finalInstanceArea_sq_um": 822,
  "coreArea_sq_mm": 0.00342,
  "io_pins": 27,
  "slowest_delay_ns": 0.38,
  "finalSetupViolations": 0,
  "worst_slew_margin_rel_pct": 86.6,
  "layout-drive-gt1-share_pct": 10.4,
  "path_buffers": 1,
  "layout.cells.non_filler": 94,
  "final_antenna_net_count": 0,
  "fin_ws_ns": 0.0455,
  "route.detailed.wl_per_inst_um": 12.2,
  "synth_area_sq_um": 497,
  "hold_viol": 0,
  "synth_top_area_share_pct": 96.7,
  "antenna_found_initial": 0,
  "gp_congestion": 0.742,
  "h-tree-depth": 1,
  "period_used_pct": 96.2,
  "fmax_ghz": 0.866,
  "cts_setup_buffers": 0,
  "ys.flops": 16,
  "largest_reg_flops": 16,
  "crit_family": "flip-flops",
  "die_h_um": 80,
  "cts_num_sinks": 16,
  "routed_via_density": 2.94,
  "finalWirelength_um": 1140,
  "worstPathCellList": "dlygate4sd2_1",
  "power_density_mw_per_mm2": 1240,
  "crit_arrival_ns": 0.91,
  "hold_path_class": "primary input to flip-flop",
  "grt_remaining_overflow": 0,
  "topCellsByArea": "edfxtp_1, and2b_2, and2_2",
  "drv_slew": 0,
  "cts-root-buf": "clkbuf_4",
  "die_w_um": 80,
  "placed_area_sq_um": 815,
  "critPathCaptureType": "output pin",
  "clock_path_buffers": 2,
  "place_ws_ns": -0.0949,
  "drt-initial-drc-count": 2,
  "leakage_nw": 0.296,
  "syn-instance-count": 18,
  "worstSetupStartpointType": "flip-flop",
  "yosysCellCount": 18,
  "dr_total_vias": 276,
  "antenna_cells": 0,
  "lay_top_cells": "edfxtp_1, dlygate4sd2_1, clkdlybuf4s50_1, clkbuf_4",
  "crit_type": "flip-flop to output pin",
  "placedCellCount": 90,
  "largestRegisters": "IROut (16)",
  "top_register": "IROut",
  "tritoncts": "built",
  "dr.pass1.iters": 2,
  "top_area_cell": "edfxtp_1",
  "fp_util_pct": 14.5,
  "ys_area_sq_um": 497,
  "drc": 0,
  "max-cap-violations": 0,
  "areaGrowthSynthToFinish_pct": 65.5,
  "critPathMaxFanout": 1,
  "warnings": 28,
  "period_minus_slack_ns": 1.15,
  "synth_cell_type_count": 3,
  "grt_pass1_wl_um": 1650,
  "io_buffers": 26,
  "power_mw": 1.02,
  "path_clk_slew_ns": 0.08,
  "rsz0062_at_grt": "false",
  "grt_pass1_vias": 323,
  "mostFrequentLayoutCell": "edfxtp_1",
  "max_slew.worst_pin.slew_ns": 0.201,
  "run_status": "completed",
  "grt_max_degree": 10,
  "avgSynthCellArea_sq_um": 27.6,
  "synth_seq_share_pct": 96.7,
  "required_ns": 0.96,
  "grtUsageTotal_pct": 3.39,
  "die_area_sq_mm": 0.00640,
  "core.rowCount": 21,
  "cts_inserted_buffers": 3,
  "peakVddDrop_v": 0.000461
}
cell families after synthesis:
group | count (synthesis) | share of synthesized area, %
DFF | 16 | 96.7
and+or+nand+nor | 2 | 3.28
Yosys cell counts, drive strengths merged:
master   n
edfxtp  16
and2     1
and2b    1
layout make-up:
type,instances,area [sq um]
fillers,371,2590
flip-flops and latches,16,480
repair buffers,26,241
well taps,46,57.6
clock buffers,3,22.5
multi-input cells,2,16.3
clock inverters,1,3.75
metrics by stage:
step | util, % | TNS (ns) | hold WS (ns)
2_1_floorplan | - | 0 | 0.339
3_3_place_gp | 23.8 | -1.32 | 0.832
3_5_place_dp | 23.8 | -1.50 | 0.834
4_1_cts | 24.0 | 0 | 0.547
5_1_grt | 24.1 | 0 | 0.542
6_report | 24.1 | 0 | 0.553
power by group:
group / internal [mW] / switching (mW)
registers: 0.656 / 0.00935
clock network: 0.120 / 0.142
logic: 0.0635 / 0.0253
per-layer routing:
metal / up-vias / global-route usage, % / part of all wire [%]
met5: - / 0 / 0
met4: 0 / 1.23 / 2.4
met3: 2 / 1.25 / 7.3
met2: 17 / 5.86 / 49
met1: 125 / 3.71 / 41
li1: 132 / - / -
repair_timing:
item	in CTS	in global routing
endpoints found under the setup margin	16	1
pin swaps	0	0
hold buffers	0	0
gates resized	16	1
worst paths after layout:
path	start	to	slack [ns]	cells after the start
max	IROut[6]$_DFFE_PP_	IROut[6]	0.05	1
min	I[5]	IROut[13]$_DFFE_PP_	0.55	1
Power and IR drop assume default switching activity.
