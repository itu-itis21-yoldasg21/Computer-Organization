==> ./design.v <==
module ArithmeticLogicUnit (A, B, Clock , FunSel , ALUOut , FlagsOut);
input wire [15:0] A;
input wire [15:0] B;
input wire Clock;
input wire [4:0] FunSel ;
output reg [15:0] ALUOut ;
output reg [3:0] FlagsOut;  
reg [15:0] temp;
always@ (posedge Clock) begin
    FlagsOut <= 4'b0;  
    temp <= 16'b0;
     case(FunSel)
           5'b00000: temp <= {8'b0, A[7:0]};  
           5'b00001: temp <= {8'b0, B[7:0]};  
           5'b00010: temp <= {8'b0, ~A[7:0]};  
           5'b00011: temp <= {8'b0, ~B[7:0]};  
           5'b00100: {FlagsOut[2], temp} <= {1'b0, A[7:0]} + {1'b0, B[7:0]};  
           5'b00101: {FlagsOut[2], temp} <= {1'b0, A[7:0]} + {1'b0, B[7:0]} + FlagsOut[2];  
           5'b00110: {FlagsOut[2], temp} <= {1'b0, A[7:0]} - {1'b0, B[7:0]};  
           5'b00111: temp <= {8'b0, A[7:0] & B[7:0]};  
           5'b01000: temp <= {8'b0, A[7:0] | B[7:0]};  
           5'b01001: temp <= {8'b0, A[7:0] ^ B[7:0]};  
           5'b01010: temp <= {8'b0, ~(A[7:0] & B[7:0])};  
           5'b01011: temp <= {7'b0, A[7:0]} << 1;  
           5'b01100: temp <= {7'b0, A[7:0]} >> 1;  
           5'b01101: temp <= {8'b0, A[7] , A[7:1]};  
           5'b01110: temp <= {A[6:0], FlagsOut[2]};  
           5'b01111: temp <= {FlagsOut[2], A[7], A[6:1]};  
           5'b10000: temp <= A;  
           5'b10001: temp <= B;  
           5'b10010: temp <= ~A;  
           5'b10011: temp <= ~B;  
           5'b10100: {FlagsOut[2], temp} <= A + B;  
           5'b10101: {FlagsOut[2], temp} <= A + B + FlagsOut[2];  
           5'b10110: {FlagsOut[2], temp} <= A - B;  
           5'b10111: temp <= A & B;  
           5'b11000: temp <= A | B;  
           5'b11001: temp <= A ^ B;  
           5'b11010: temp <= ~(A & B);  
           5'b11011: temp <= A << 1;  
           5'b11100: temp <= A >> 1;  
           5'b11101: temp <= $signed(A) >>> 1;  
           5'b11110: temp <= {A[14:0], FlagsOut[2]};  
           5'b11111: temp <= {FlagsOut[2], A[15], A[14:1]};  
           default: temp <= 16'bx;  
       endcase
       ALUOut <= temp;
       FlagsOut[3] <= (temp == 16'b0);  
       FlagsOut[1] <= temp[15];  
       if (FunSel == 5'b00100 || FunSel == 5'b10100) begin  
           FlagsOut[0] <= (A[15] ~^ B[15]) & (A[15] ^ temp[15]);
       end
       if (FunSel == 5'b00101 || FunSel == 5'b10101) begin  
           FlagsOut[0] <= (A[15] ~^ B[15] ~^ FlagsOut[2]) & (A[15] ^ temp[15]);
       end
       if (FunSel == 5'b00110 || FunSel == 5'b10110) begin  
           FlagsOut[0] <= (A[15] ^ B[15]) & (A[15] ^ temp[15]);
       end
       if (FunSel >= 5'b00000 && FunSel <= 5'b00110) begin
           FlagsOut[0] <= (A[7] ~^ B[7]) & (A[7] ^ temp[7]);
       end
       if (FunSel >= 5'b00111 && FunSel <= 5'b01111 || FunSel >= 5'b10111 && FunSel <= 5'b11111) begin
           FlagsOut[0] <= 0;
       end
   end
endmodule
==> ./run.sh <==
#!/bin/bash
# OpenROAD 26Q1-2900-gdf79404cd8, Yosys 0.63+post, stock flow scripts
make -C /OpenROAD-flow-scripts/flow DESIGN_CONFIG=/design/flow/config.mk WORK_HOME=/design/flow/orfs finish
==> ./config.mk <==
export PLATFORM = sky130hd
export DESIGN_NAME = ArithmeticLogicUnit
export DESIGN_NICKNAME = ArithmeticLogicUnit
export VERILOG_FILES = /design/flow/design.v
export SDC_FILE = /design/flow/constraint.sdc
export NUM_CORES = 4
export LEC_CHECK = 1
export CORE_UTILIZATION = 50
==> ./constraint.sdc <==
current_design ArithmeticLogicUnit

set clk_period 8.6
set clk_io_pct 0.2

create_clock -name clk0 -period $clk_period [get_ports {Clock}]

set non_clock_inputs [all_inputs -no_clocks]
set_input_delay [expr $clk_period * $clk_io_pct] -clock clk0 $non_clock_inputs
set_output_delay [expr $clk_period * $clk_io_pct] -clock clk0 [all_outputs]
==> flow_summary.json <==
{
  "mux_area_frac": 0.0179,
  "cts_sinks": 35,
  "clk_path_buf_depth": 2,
  "vias": 5525,
  "drv_cap": 0,
  "min_to": "ALUOut[4]$_DFF_P_",
  "final.setup.tns_ps": 0,
  "grt_first_pass_wirelength_mm": 27.2,
  "antenna-diode-count": 0,
  "endpoint_kind": "register",
  "hold_start": "temp[4]$_DFF_P_",
  "die_area_um2": 10600,
  "slew_headroom": 0.341,
  "syn_area_per_cell_um2": 7.27,
  "clock_latency_ps": 290,
  "synthSimpleGateAreaFrac": 0.231,
  "lay_top_cells": "nor2_1, nand2_1, clkdlybuf4s50_1",
  "ys_cells": 701,
  "r2r_start": "FlagsOut[2]$_DFF_P_",
  "yosysChipArea_um2": 5100,
  "ir_drop_mv": 0.110,
  "compound_area_frac": 0.311,
  "edf_count": 0,
  "drive_gt1_frac": 0.0615,
  "placed_cells": 857,
  "final_cells": 865,
  "hpwl_mm": 13.2,
  "gr-total-overflow": 0,
  "fa_ha_area_frac": 0.140,
  "fp.dieH_um": 103,
  "finalMaxSlewViolations": 0,
  "finalHoldViolCount": 0,
  "clock_tree.root_cell": "clkbuf_8",
  "synth_cell_types": 81,
  "tritoncts": "built",
  "period_minus_slack_ps": 5490,
  "grtUsageTotal": 0.347,
  "dr.first_iter.drc_count": 499,
  "finalSetupViolCount": 0,
  "worstPathRequired_ps": 8760,
  "drc_errors": 0,
  "crit_type": "input port to register",
  "fin_skew_ps": 5.70,
  "hold_path.class": "register to register",
  "synthCells": 701,
  "die-width_um": 103,
  "period_used_share": 0.638,
  "fp_util": 0.519,
  "ys_sh_xor": 0.0876,
  "p_leak_nw": 2.32,
  "netlist_logic_family_top": "AND-OR/OR-AND gates",
  "grt_max_degree": 64,
  "reg2reg_depth": 8,
  "layout_top_cell": "nor2_1",
  "port_buffers": 57,
  "yosys_warnings": 1,
  "ys.flops": 35,
  "status": "finished, final reports clean",
  "antenna_found_initial": 1,
  "viasPerCell": 6.39,
  "cts_setup_buffers": 0,
  "worstPathArrival_ps": 5640,
  "first_pass_iters": 6,
  "h-tree-depth": 2,
  "path_clk_slew_ps": 70,
  "holdBufCountCts": 0,
  "routed_wl_mm": 17.8,
  "n_fill_cell": 943,
  "core_region_area_um2": 9820,
  "wire_per_inst_um": 20.5,
  "tool_warnings": 62,
  "yosysSeqAreaShare": 0.137,
  "routabilityCongestion": 1.01,
  "grt_pass1_vias": 4916,
  "rsz0062_at_grt": "false",
  "rows": 36,
  "drtAntennaViolNets": 0,
  "fmax_ghz": 0.182,
  "r2r_end": "temp[5]$_DFF_P_",
  "ctsResizeCount": 0,
  "worst-r2r-setup-slack_ps": 6420,
  "async_flop_share": 0,
  "min_delay_path_depth": 0,
  "pin_count": 58,
  "area_growth_pct": 14.3,
  "utilization": 0.593,
  "crit_path_start_kind": "input port",
  "powerDensity_nw_per_um2": 118,
  "tightest_slew_ps": 985,
  "critical_path.max_fanout": 14,
  "synth_area_um2": 5100,
  "flop_cell": "dfxtp_1",
  "power_mw": 0.689,
  "cts-buffers-inserted": 5
}
[layout make-up]
class / count / area (um2) / area share
multi-input combinational: 572 / 4020 / 0.689
tap: 133 / 166 / 0.0286
clock inverter: 3 / 43.8 / 0.00752
clock buffer: 5 / 68.8 / 0.0118
timing repair buffer: 69 / 651 / 0.112
inverter: 48 / 180 / 0.0309
sequential: 35 / 701 / 0.120
[Yosys cell counts, types with 3 or more instances]
library cell,instances,area share
a2111oi_0,5,0.0086
dfxtp_1,35,0.14
o31ai_1,5,0.0074
nand4_1,8,0.0098
o21bai_1,9,0.013
nor4_1,7,0.0086
o21a_1,4,0.0059
o221ai_1,5,0.0086
a22o_1,3,0.0052
a32oi_1,5,0.0086
clkinv_1,3,0.0022
xnor2_1,28,0.048
nand3_1,25,0.025
o22a_1,3,0.0052
ha_1,54,0.13
o2111ai_1,5,0.0086
o211ai_1,6,0.0088
a221oi_1,10,0.017
nor3_1,26,0.026
o22ai_1,9,0.011
xor2_1,18,0.031
a311oi_1,3,0.0052
nor2b_1,5,0.0061
nand4b_1,3,0.0052
inv_1,45,0.033
nand2b_1,8,0.0098
a22oi_1,9,0.013
nor2_1,69,0.051
buf_1,6,0.0044
buf_2,5,0.0049
clkbuf_1,31,0.023
nand2_1,60,0.044
a221o_1,3,0.0059
nor3b_1,5,0.0074
and3_1,7,0.0086
a31oi_1,11,0.014
a211oi_1,9,0.013
a21oi_1,43,0.042
mux2i_1,8,0.016
and2_1,3,0.0037
o21ai_0,44,0.043
[through the flow]
stage | hold WS [ps] | worst slack (ps) | cell area, um2
floorplan | 331 | 4380 | 5100
global placement | 333 | 2930 | 5710
detailed placement | 342 | 2910 | 5710
CTS | 355 | 3230 | 5830
global route | 358 | 2800 | 5830
finish | 350 | 3110 | 5830
[state kept, by name, indices dropped and copies added, names as in the netlist]
signal / count
temp: 16
ALUOut: 15
FlagsOut: 4
[routing by layer]
layer	vias to the layer above	part of all wire	track usage
met4	2	0.031	0.0888
met3	51	0.14	0.0972
met2	352	0.41	0.506
li1	2630	-	-
met1	2490	0.43	0.505
met5	-	0.00073	0
[logic make-up after synthesis]
logic type | count (synthesis)
muxes | 9
and+or+nand+nor | 239
DFF | 35
buffers and inverters | 94
adders and majority gates | 56
AOI/OAI and AO/OA | 220
xor gates and xnor gates | 48
[worst max path at each step]
stage	startpoint	end	slack, ps	cells after the start
CTS	A[4]	temp[15]$_DFF_P_	3230	11
global route	A[4]	temp[15]$_DFF_P_	2800	11
finish	A[4]	temp[15]$_DFF_P_	3110	11
[worst max-delay path, cell delays in order]
cell and delay [ps]:
clkdlybuf4s50_1 690, inv_1 80, ha_1 690, nand3_1 400
a31o_1 340, o2bb2ai_1 210, o311ai_1 550, mux2i_1 350
nor2_1 60, a2111oi_0 380, o311ai_1 160
[report_power, final]
group / switching, mW / internal, mW / leakage (nW) / total [mW]
sequential: 0.0108 / 0.187 / 0.292 / 0.197
combinational: 0.201 / 0.145 / 1.97 / 0.347
clock: 0.0588 / 0.0862 / 0.0581 / 0.145
total: 0.271 / 0.418 / 2.32 / 0.689
Power and IR drop assume default switching activity.
